===== design.v =====
module seg_drive(
  input         i_clk,
  input         i_rst,
  input  [3:0]  i_turn_off,             
  input  [3:0]  i_dp,                   
  input  [15:0] i_data,                  
  output [7:0]  o_seg,                  
  output [3:0]  o_sel                   
);
reg [10:0] cnt;                         
always @ (posedge i_clk or posedge i_rst)
  if (i_rst)
    cnt <= 0;
  else cnt <= cnt + 1'b1;
wire seg7_clk = cnt[10];                
reg [2:0]  seg7_addr;               
always @ (posedge seg7_clk or posedge i_rst)
  if (i_rst)
    seg7_addr <= 0;
  else
    seg7_addr <= seg7_addr + 1'b1;      
reg [3:0] o_sel_r;                     
always @ (seg7_addr)
	begin
        o_sel_r = 4'b1111;
  case (seg7_addr)
    0 : o_sel_r = 4'b1110;               
    1 : o_sel_r = 4'b1101;               
    2 : o_sel_r = 4'b1011;               
    3 : o_sel_r = 4'b0111;
  endcase
  end
reg turn_off_r;                  
always @ (seg7_addr or i_turn_off)
begin
        turn_off_r = 1'b0;
  case (seg7_addr)
    0 : turn_off_r = i_turn_off[0];
    1 : turn_off_r = i_turn_off[1];
    2 : turn_off_r = i_turn_off[2];
    3 : turn_off_r = i_turn_off[3];
  endcase
end
reg dp_r;                         
always @ (seg7_addr or i_dp)
  begin
        dp_r = 1'b0;
  case (seg7_addr)
    0 : dp_r = i_dp[0];
    1 : dp_r = i_dp[1];
    2 : dp_r = i_dp[2];
    3 : dp_r = i_dp[3];
  endcase
  end
reg [3:0] seg_data_r;              
always @ (seg7_addr or i_data)
  begin
        seg_data_r = 4'b0000;
  case (seg7_addr)
    0 : seg_data_r = i_data[3:0];
    1 : seg_data_r = i_data[7:4];
    2 : seg_data_r = i_data[11:8];
    3 : seg_data_r = i_data[15:12];
  endcase
  end
reg [7:0] o_seg_r;                
always @ (posedge i_clk or posedge i_rst)
  if (i_rst)
    o_seg_r <= 8'hFF;                   
  else
    if(turn_off_r)                      
      o_seg_r <= 8'hFF;
    else
      if(!dp_r)
      begin
        case(seg_data_r)                
          4'h0 : o_seg_r <= 8'hC0;
          4'h1 : o_seg_r <= 8'hF9;
          4'h2 : o_seg_r <= 8'hA4;
          4'h3 : o_seg_r <= 8'hB0;
          4'h4 : o_seg_r <= 8'h99;
          4'h5 : o_seg_r <= 8'h92;
          4'h6 : o_seg_r <= 8'h82;
          4'h7 : o_seg_r <= 8'hF8;
          4'h8 : o_seg_r <= 8'h80;
          4'h9 : o_seg_r <= 8'h90;
          4'hA : o_seg_r <= 8'hFE;
          4'hB : o_seg_r <= 8'hFD;
          4'hC : o_seg_r <= 8'hFB;
          4'hD : o_seg_r <= 8'hF7;
          4'hE : o_seg_r <= 8'hEF;
          4'hF : o_seg_r <= 8'hDF;
        endcase
      end
      else
      begin
        case(seg_data_r)                
          4'h0 : o_seg_r <= 8'hC0 ^ 8'h80;
          4'h1 : o_seg_r <= 8'hF9 ^ 8'h80;
          4'h2 : o_seg_r <= 8'hA4 ^ 8'h80;
          4'h3 : o_seg_r <= 8'hB0 ^ 8'h80;
          4'h4 : o_seg_r <= 8'h99 ^ 8'h80;
          4'h5 : o_seg_r <= 8'h92 ^ 8'h80;
          4'h6 : o_seg_r <= 8'h82 ^ 8'h80;
          4'h7 : o_seg_r <= 8'hF8 ^ 8'h80;
          4'h8 : o_seg_r <= 8'h80 ^ 8'h80;
          4'h9 : o_seg_r <= 8'h90 ^ 8'h80;
          4'hA : o_seg_r <= 8'hFE ^ 8'h80;
          4'hB : o_seg_r <= 8'hFD ^ 8'h80;
          4'hC : o_seg_r <= 8'hFB ^ 8'h80;
          4'hD : o_seg_r <= 8'hF7 ^ 8'h80;
          4'hE : o_seg_r <= 8'hEF ^ 8'h80;
          4'hF : o_seg_r <= 8'hDF ^ 8'h80;
        endcase
      end
assign o_sel = o_sel_r;              
assign o_seg = o_seg_r;             
endmodule
`timescale 1 ns / 1 ns
module data_control(i_data, o_data, o_led);
   input [23:0]  i_data;
   output [15:0] o_data;
   reg [15:0]    o_data;
   output [2:0]  o_led;
   always @(*)
      begin
         o_data[15:12] <= i_data[15:12];
         o_data[11:8] <= i_data[11:8];
         o_data[7:4] <= i_data[7:4];
         o_data[3:0] <= i_data[3:0];
      end
   assign o_led[2:0] = ((3'b010) & {i_data[4], i_data[4], i_data[4]}) | {i_data[7], i_data[7], i_data[7]};
endmodule
`timescale 1 ns / 1 ns
module timer(clk, reset, start, data_out);
   input         clk;
   input         reset;
   input         start;
   output [23:0] data_out;
   reg           clk_div;
   reg           flag;
   reg [19:0]    count;
   reg [3:0]     hs_g;
   reg [3:0]     hs_s;
   reg [3:0]     s_g;
   reg [3:0]     s_s;
   reg [3:0]     m_g;
   reg [3:0]     m_s;
   always @(posedge clk)
      begin
         if (reset == 1'b1)
            count <= {20{1'b0}};
         else if (count == 20'b01111010000100100000)
            count <= {20{1'b0}};
         else
            if (flag == 1'b1)
               count <= count + 1;
      end
   always @(posedge clk)
      begin
         if (reset == 1'b1)
            flag <= 1'b0;
         else if (start == 1'b1)
            flag <= ((~(flag)));
      end
   always @(posedge clk)
      begin
         if (count == 20'b01111010000100100000)
            clk_div <= 1'b1;
         else
            clk_div <= 1'b0;
      end
   always @(posedge clk_div or posedge reset)
      if (reset == 1'b1)
      begin
         hs_g <= {4{1'b0}};
         hs_s <= {4{1'b0}};
         s_g <= {4{1'b0}};
         s_s <= {4{1'b0}};
         m_g <= {4{1'b0}};
         m_s <= {4{1'b0}};
      end
      else 
      begin
         if (hs_g == 4'b1001)
         begin
            hs_s <= hs_s + 1;
            hs_g <= {4{1'b0}};
            if (hs_s == 4'b1001)
            begin
               s_g <= s_g + 1;
               hs_s <= {4{1'b0}};
               if (s_g == 4'b1001)
               begin
                  s_s <= s_s + 1;
                  s_g <= {4{1'b0}};
                  if (s_s == 4'b0101)
                  begin
                     m_g <= m_g + 1;
                     s_s <= {4{1'b0}};
                     if (m_g == 4'b1001)
                     begin
                        m_s <= m_s + 1;
                        m_g <= {4{1'b0}};
                        if (m_s == 4'b0101)
                           m_s <= {4{1'b0}};
                     end
                  end
               end
            end
         end
         else
            hs_g <= hs_g + 1;
      end
   assign data_out[23:20] = m_s;
   assign data_out[19:16] = m_g;
   assign data_out[15:12] = s_s;
   assign data_out[11:8] = s_g;
   assign data_out[7:4] = hs_s;
   assign data_out[3:0] = hs_g;
endmodule
`timescale 1 ns / 1 ns
module light_timer(i_clk, i_rst,start,i_turn_off, o_sel0, o_seg0, led);
   input        i_clk;
   input        i_rst;
   input        start;
   input [3:0]  i_turn_off;
   output [3:0] o_sel0;
   output [7:0] o_seg0;
   output [2:0] led;
   wire         o_start_xd;
   wire [3:0]   o_sel;
   wire [7:0]   o_seg;
   wire [23:0]  i_control_data;
   wire [15:0]  o_control_data;
   seg_drive u1(.i_clk(i_clk), .i_rst(i_rst), .i_turn_off(i_turn_off), .i_data(o_control_data), .o_seg(o_seg0), .o_sel(o_sel0));
   timer u2(.clk(i_clk), .reset(i_rst), .start(o_start_xd), .data_out(i_control_data));
   btn_xd the_start(.i_clk(i_clk), .i_btn(start), .o_btn(o_start_xd));
   data_control u4(.i_data(i_control_data), .o_data(o_control_data), .o_led(led));
endmodule
`timescale 1 ns / 1 ns
module btn_xd(i_clk, i_btn, o_btn);
   parameter [18:0] n = 19'b1111010000100100000;
   input            i_clk;
   input            i_btn;
   output           o_btn;
   reg              o_btn;
   reg [18:0]       count;
   always @(posedge i_clk)
      begin
         if (i_btn == 1'b1)
         begin
            if (count == n)
               count <= count;
            else
               count <= count + 1;
            if (count == n - 1)
               o_btn <= 1'b1;
            else
               o_btn <= 1'b0;
         end
         else
            count <= {19{1'b0}};
      end
endmodule

===== run.sh =====
#!/bin/bash
# OpenROAD 26Q1-2900-gdf79404cd8, Yosys 0.63+post, stock flow scripts
make -C /OpenROAD-flow-scripts/flow DESIGN_CONFIG=/design/flow/config.mk WORK_HOME=/design/flow/orfs finish

===== config.mk =====
export PLATFORM = sky130hd
export DESIGN_NAME = light_timer
export DESIGN_NICKNAME = light_timer
export VERILOG_FILES = /design/flow/design.v
export SDC_FILE = /design/flow/constraint.sdc
export NUM_CORES = 4
export LEC_CHECK = 1
export CORE_UTILIZATION = 40

===== constraint.sdc =====
current_design light_timer

set clk_period 2.5
set clk_io_pct 0.2

create_clock -name clk0 -period $clk_period [get_ports {i_clk}]

set non_clock_inputs [all_inputs -no_clocks]
set_input_delay [expr $clk_period * $clk_io_pct] -clock clk0 $non_clock_inputs
set_output_delay [expr $clk_period * $clk_io_pct] -clock clk0 [all_outputs]

==> job_summary.md <==
## Implementation flow summary

| Metric | Value |
|---|---|
| Syn avg cell area | approximately 9.8 um2 |
| Clk root buf | clkbuf_8 |
| Crit-path cells | clkdlybuf4s50_1 |
| Total gr overflow | 0 |
| Ys cells | 396 |
| Hold crit path type | flip-flop to flip-flop |
| Worst Path Required | 2.00 ns |
| Die Y | 100 um |
| Critical Path AT | 1.29 ns |
| Cells after synthesis | 396 |
| Status | finished, final reports clean |
| Max_cap viols | 0 |
| Post-CTS resize count | 0 |
| CP Launch Type | flip-flop |
| Tot GR Track Use | 14.5% |
| Fin crit share | between 70% and 80% |
| Tool warnings | 33 |
| Slowest CP cell | dfstp_2 |
| TritonRoute pass-1 iters | 4 |
| Die Wd | approximately 100 um |
| Count of unclocked register or latch pins | 19 |
| Power density cells | approximately 430 nW/um2 |
| Main synth FF type | dfxtp_1 |
| Largest delay share family, worst path | flip-flops |
| Worst stage delay on the critical path | about 0.5 ns |
| Design Area, Final | 4390 um2 |
| CTS tree | done |
| Post-DP Area | between 4000 and 5000 um2 |
| Worst-path clk slew | approximately 0.070 ns |
| Initial antenna violation count | 0 |
| Core Util at FP | 41.6% |
| WS Path Type | flip-flop to output port |
| I/O pin total | 22 |
| Critical path peak fanout | 1 |
| Diodes inserted | 0 |
| DIE AREA | approximately 10000 um2 |
| Yosys cell types | 50 |
| DP Wirelength | roughly 4.7 mm |
| Total power | 0.00189 W |
| Htree depth | 3 |
| Tightest Pin Transition | 0.706 ns |
| Max-slew headroom | 52.9% |
| Fillers | 891 |
| Routability cong. | 0.924 |
| Area figure in the yosys stat output | approximately 3900 um2 |
| DR vias | 2703 |
| Vias in the first global route | 2498 |
| Worst VDD drop | approximately 0.29 mV |
| Count of final hold-check violations | 0 |
| Post CTS Setup Buffer Count | 0 |
| Post-route ant nets | 0 |
| Mapped cell area | 3860 um2 |
| Total clock buffers created by CTS | 9 |
| Port Buffers | 20 |
| Drt drc | 0 |
| Worst Skew | about 0.0098 ns |
| Latency at later pin | 0.33 ns |
| YS warnings | 8 |
| Final setup fails | 0 |
| WL per Instance | between 10 and 15 um |
| FFs w/ async S/R, synth | 46.8% |
| Synth-to-layout area growth | 13.5% |
| Fmax | 558 MHz |
| Via density | 4.88 |
| Flop area | about 1800 um2 |
| CP endpoint kind | output port |
| First-pass GRT wire length | approximately 12 mm |
| Buf/Inv on CP | 1 |
| Leakage | 1.79 nW |
| Drt first-iter violations | approximately 92 |
| Max Buffers Root-to-Sink | 2 |
| Core area | 9280 um2 |
| Register share after synthesis | 46.2% |
| Largest net degree at the start of global routing | 21 |
| Yosys reg bits | a little under 80 |
| Final TNS setup | 0 ns |
| Detailed Route WL | 6.48 mm |
| Min Tclk post-route | 1.79 ns |
| Share of layout cells above drive strength 1 | between 8 and 9% |
| Logic area | 1940 um2 |
| Endpoints left unconstrained | 26 |
| Post-synth EDFFs | 1 |
| Hold Buf Count CTS | 0 |
| RSZ-0062 raised after global routing | false |
| Row count | 35 |
| Max-slew violations | 0 |
-- where the power goes --
group	leakage (nW)	switching (W)	internal [W]
sequential	0.815	0.00000791	0.000972
clock	0.0969	0.000357	0.000487
combinational	0.875	0.0000363	0.0000290
-- cells in the final DEF, fill, tap and decap left out, drive strengths merged, types with 7 or more instances in the layout --
cell           instances
dfxtp                 41
nor2                  33
nand2                 31
xnor2                 31
dfrtp                 30
inv                   23
clkdlybuf4s50         20
nand3                 20
xor2                  16
and2                  15
o21ai                 14
ha                    14
and3                  12
clkbuf                12
or3                   11
nand4                 11
a21oi                  8
dfstp                  7
-- metrics by stage --
stage / hold slack, ns / setup slack, ns / util, % / std cells
floorplan: 0.438 / 0.817 / - / 396
global placement: 0.455 / 0.522 / 45.1 / 538
detailed placement: 0.455 / 0.458 / 45.1 / 538
CTS: 0.471 / 0.682 / 47.2 / 554
global route: 0.500 / 0.506 / 47.2 / 554
finish: 0.466 / 0.708 / 47.2 / 554
-- path summary, 6_finish.rpt --
| path | slack [ns] | cells after the start | endpoint | startpoint |
|---|---|---|---|---|
| worst max-delay path | 0.71 | 1 | o_seg0[6] | u1.o_seg_r[6] |
| worst min-delay path | 0.47 | 1 | u1.cnt[8] | u1.cnt[8] |
| worst max register to register | 0.72 | 5 | u2.count[19] | u2.flag |
| worst min register to register | 0.47 | 1 | u1.cnt[8] | u1.cnt[8] |
| max in group asynchronous | 1.35 | 2 | u1.cnt[6] | i_rst |
| min in group asynchronous | 0.70 | 2 | u1.cnt[5] | i_rst |
-- routing by layer --
metal	routed length, um	part of all wire (%)	global-route usage, %
met3	269	4.2	3.05
met1	3360	52	23.5
met5	0	0	0
met4	34	0.52	1.11
met2	2820	43	21.4
-- cell usage after synthesis, types with 5 or more instances --
cell       n  area share, %
or3_1     11            1.8
xor2_1    16            3.6
dfstp_2    7            4.8
a21oi_1    8            1.0
and3_1    12            1.9
inv_1     22            2.1
ha_1      14            4.5
nand4_1   10            1.6
o21ai_0   14            1.8
xnor2_1   31            7.0
nor3_1     5           0.65
a21boi_0   5           0.97
and2_1    15            2.4
nand2_1   31            3.0
a22oi_1    5           0.97
nor2_1    33            3.2
dfxtp_1   41             21
a22o_1     6            1.4
nand3_1   18            2.3
dfrtp_1   30             19
-- area by class of cell --
| type | instances | share of cell area [%] |
|---|---|---|
| clock inverters | 4 | 1.11 |
| multi-input cells | 285 | 44.2 |
| repair buffers | 23 | 5.08 |
| well taps | 129 | 3.68 |
| clock buffers | 12 | 3.31 |
| flip-flops and latches | 79 | 40.7 |
| inverters | 22 | 1.88 |
-- registers in the layout, summed over array words and instances, names as in the netlist --
signal           flops
the_start.count     19
the_start.o_btn      1
u1.cnt              11
u1.o_seg_r           7
u1.seg7_addr         3
u2.clk_div           1
u2.count            20
u2.flag              1
u2.hs_g              4
u2.hs_s              4
u2.s_g               4
u2.s_s               4
-- cell families (layout without fill, tap and decap cells) --
family          after synthesis  in the layout  share of synthesized area, %
buf+inv                      32             61                          3.59
fa+ha+maj                    14             14                          4.53
other cells                   1              1                        0.0971
flops                        79             79                          46.2
xor+xnor                     47             47                          10.7
mux                           6              6                          1.65
simple gates                162            162                          23.8
compound gates               55             55                          9.42
No activity file was given, so power comes from the tool's default toggle rates.
